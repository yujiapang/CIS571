### design/flow/run.sh
#!/bin/bash
# OpenROAD 26Q1-2900-gdf79404cd8, Yosys 0.63+post, stock flow scripts
make -C /OpenROAD-flow-scripts/flow DESIGN_CONFIG=/design/flow/config.mk WORK_HOME=/design/flow/orfs finish
### design/flow/config.mk
export PLATFORM = sky130hd
export DESIGN_NAME = lc4_alu
export DESIGN_NICKNAME = lc4_alu
export VERILOG_FILES = /design/flow/design.v
export SDC_FILE = /design/flow/constraint.sdc
export NUM_CORES = 4
export LEC_CHECK = 1
export CORE_UTILIZATION = 50
### design/flow/constraint.sdc
current_design lc4_alu

set clk_period 65.7
set clk_io_pct 0.2

create_clock -name clk0 -period $clk_period

set non_clock_inputs [all_inputs -no_clocks]
set_input_delay [expr $clk_period * $clk_io_pct] -clock clk0 $non_clock_inputs
set_output_delay [expr $clk_period * $clk_io_pct] -clock clk0 [all_outputs]
### design/flow/design.v
`timescale 1ns / 1ps
`default_nettype none
module lc4_divider(input  wire [15:0] i_dividend,
                   input  wire [15:0] i_divisor,
                   output wire [15:0] o_remainder,
                   output wire [15:0] o_quotient);
      wire [15:0] t_dividend,t1_dividend,t2_dividend,t3_dividend,t4_dividend,t5_dividend,t6_dividend,t7_dividend,t8_dividend,t9_dividend,
      t10_dividend,t11_dividend,t12_dividend,t13_dividend,t14_dividend,t15_dividend;
      wire [15:0] t_remainder,t1_remainder,t2_remainder,t3_remainder,t4_remainder,t5_remainder,t6_remainder,t7_remainder,t8_remainder,
      t9_remainder,t10_remainder,t11_remainder,t12_remainder,t13_remainder,t14_remainder,t15_remainder;
      wire [15:0] t_quotient,t1_quotient,t2_quotient,t3_quotient,t4_quotient,t5_quotient,t6_quotient,t7_quotient,t8_quotient,t9_quotient,
      t10_quotient,t11_quotient,t12_quotient,t13_quotient,t14_quotient,t15_quotient;
      lc4_divider_one_iter m(.i_dividend(i_dividend),.i_divisor(i_divisor),
                              .i_remainder(16'b0),.i_quotient(16'b0),.o_dividend(t_dividend),
                              .o_remainder(t_remainder),.o_quotient(t_quotient));
      lc4_divider_one_iter m1(.i_dividend(t_dividend),.i_divisor(i_divisor),
                              .i_remainder(t_remainder),.i_quotient(t_quotient),.o_dividend(t1_dividend),
                              .o_remainder(t1_remainder),.o_quotient(t1_quotient));
      lc4_divider_one_iter m2(.i_dividend(t1_dividend),.i_divisor(i_divisor),
                              .i_remainder(t1_remainder),.i_quotient(t1_quotient),.o_dividend(t2_dividend),
                              .o_remainder(t2_remainder),.o_quotient(t2_quotient));
      lc4_divider_one_iter m3(.i_dividend(t2_dividend),.i_divisor(i_divisor),
                              .i_remainder(t2_remainder),.i_quotient(t2_quotient),.o_dividend(t3_dividend),
                              .o_remainder(t3_remainder),.o_quotient(t3_quotient));
      lc4_divider_one_iter m4(.i_dividend(t3_dividend),.i_divisor(i_divisor),
                              .i_remainder(t3_remainder),.i_quotient(t3_quotient),.o_dividend(t4_dividend),
                              .o_remainder(t4_remainder),.o_quotient(t4_quotient));
      lc4_divider_one_iter m5(.i_dividend(t4_dividend),.i_divisor(i_divisor),
                              .i_remainder(t4_remainder),.i_quotient(t4_quotient),.o_dividend(t5_dividend),
                              .o_remainder(t5_remainder),.o_quotient(t5_quotient));
      lc4_divider_one_iter m6(.i_dividend(t5_dividend),.i_divisor(i_divisor),
                              .i_remainder(t5_remainder),.i_quotient(t5_quotient),.o_dividend(t6_dividend),
                              .o_remainder(t6_remainder),.o_quotient(t6_quotient));
      lc4_divider_one_iter m7(.i_dividend(t6_dividend),.i_divisor(i_divisor),
                              .i_remainder(t6_remainder),.i_quotient(t6_quotient),.o_dividend(t7_dividend),
                              .o_remainder(t7_remainder),.o_quotient(t7_quotient));
      lc4_divider_one_iter m8(.i_dividend(t7_dividend),.i_divisor(i_divisor),
                              .i_remainder(t7_remainder),.i_quotient(t7_quotient),.o_dividend(t8_dividend),
                              .o_remainder(t8_remainder),.o_quotient(t8_quotient));
      lc4_divider_one_iter m9(.i_dividend(t8_dividend),.i_divisor(i_divisor),
                              .i_remainder(t8_remainder),.i_quotient(t8_quotient),.o_dividend(t9_dividend),
                              .o_remainder(t9_remainder),.o_quotient(t9_quotient));
      lc4_divider_one_iter m10(.i_dividend(t9_dividend),.i_divisor(i_divisor),
                              .i_remainder(t9_remainder),.i_quotient(t9_quotient),.o_dividend(t10_dividend),
                              .o_remainder(t10_remainder),.o_quotient(t10_quotient));
      lc4_divider_one_iter m11(.i_dividend(t10_dividend),.i_divisor(i_divisor),
                              .i_remainder(t10_remainder),.i_quotient(t10_quotient),.o_dividend(t11_dividend),
                              .o_remainder(t11_remainder),.o_quotient(t11_quotient));
      lc4_divider_one_iter m12(.i_dividend(t11_dividend),.i_divisor(i_divisor),
                              .i_remainder(t11_remainder),.i_quotient(t11_quotient),.o_dividend(t12_dividend),
                              .o_remainder(t12_remainder),.o_quotient(t12_quotient));
      lc4_divider_one_iter m13(.i_dividend(t12_dividend),.i_divisor(i_divisor),
                              .i_remainder(t12_remainder),.i_quotient(t12_quotient),.o_dividend(t13_dividend),
                              .o_remainder(t13_remainder),.o_quotient(t13_quotient));
      lc4_divider_one_iter m14(.i_dividend(t13_dividend),.i_divisor(i_divisor),
                              .i_remainder(t13_remainder),.i_quotient(t13_quotient),.o_dividend(t14_dividend),
                              .o_remainder(t14_remainder),.o_quotient(t14_quotient));
      lc4_divider_one_iter m15(.i_dividend(t14_dividend),.i_divisor(i_divisor),
                              .i_remainder(t14_remainder),.i_quotient(t14_quotient),.o_dividend(t15_dividend),
                              .o_remainder(t15_remainder),.o_quotient(t15_quotient));
      assign o_quotient=(i_divisor==0)? 16'b0:t15_quotient;
      assign o_remainder=(i_divisor==0)? 16'b0:t15_remainder;
endmodule  
module lc4_divider_one_iter(input  wire [15:0] i_dividend,
                            input  wire [15:0] i_divisor,
                            input  wire [15:0] i_remainder,
                            input  wire [15:0] i_quotient,
                            output wire [15:0] o_dividend,
                            output wire [15:0] o_remainder,
                            output wire [15:0] o_quotient);
      wire [15:0] t_remainder= (i_remainder<<1) | ((i_dividend >> 15)& 1);
      assign o_quotient = (t_remainder<i_divisor)? (i_quotient<<1): ((i_quotient << 1) | 1);
      assign o_remainder = (t_remainder<i_divisor)? (t_remainder): (t_remainder-i_divisor);
      assign o_dividend =i_dividend<<1;
endmodule
`timescale 1ns / 1ps
`default_nettype none
module lc4_alu(input  wire [15:0] i_insn,
               input wire [15:0]  i_pc,
               input wire [15:0]  i_r1data,
               input wire [15:0]  i_r2data,
               output wire [15:0] o_result);
      wire [15:0] result_0001,result_0010;
      wire [15:0] o_remainder;
      wire [15:0] result_0101;
      wire [15:0] result_1010;
      wire [15:0] cla_inp0,cla_inp1,sum,cla_inp1_0010;
      wire cin;
      wire [3:0] shiftby=i_insn[3:0];
      wire [15:0] s_r1=$signed(i_r1data[15:0])>>>i_insn[3:0] ;
        assign result_1010 = (i_insn[5:4] == 2'b00) ? i_r1data<<i_insn[3:0] :
                              (i_insn[5:4] == 2'b01) ? s_r1:
                              (i_insn[5:4] == 2'b10) ? i_r1data>>i_insn[3:0] :
                              o_remainder;
      assign cla_inp1_0010 = (i_insn[8:7] == 2'b00) ? ~i_r2data :
                  (i_insn[8:7] == 2'b01) ? ~i_r2data :
                  (i_insn[8:7] == 2'b10) ? ~{5'b0,i_insn[6:0]} :
                  ~{5'b0,i_insn[6:0]};
      assign result_0101 = (i_insn[5:3] == 3'b000) ? (i_r1data & i_r2data) :
      (i_insn[5:3] == 3'b001) ? ( ~i_r1data ) :
      (i_insn[5:3] == 3'b010) ? (i_r1data | i_r2data) :
      (i_insn[5:3] == 3'b011) ? (i_r1data ^ i_r2data) :
      (i_r1data & {{12{i_insn[4]}}, i_insn[3:0]});  
      wire [15:0] o_quotient;
      lc4_divider d(.i_dividend(i_r1data),.i_divisor(i_r2data),.o_remainder(o_remainder),.o_quotient(o_quotient));
      assign result_0001 = (i_insn[5:3] == 3'b001) ? (i_r2data * i_r1data) :
      (i_insn[5:3] == 3'b011) ? (o_quotient) :
      (sum);
    assign result_0010 = (i_insn[8]==0)?((i_insn[7]==1) ? ((i_r1data < i_r2data) ? 16'b1111111111111111 : 
    ((i_r1data == i_r2data) ? 16'b0000000000000000 : 16'b0000000000000001)) : 
    ((i_r1data[15]==0) ? ((i_r2data[15]==1) ? 16'b0000000000000001 : 
    ((i_r1data < i_r2data) ? 16'b1111111111111111 : 
    ((i_r1data == i_r2data) ? 16'b0000000000000000 : 16'b0000000000000001))) : 
    ((i_r2data[15]==0) ? 16'b1111111111111111 : ((i_r1data < i_r2data) ? 16'b1111111111111111 : 
    ((i_r1data == i_r2data) ? 16'b0000000000000000 : 16'b0000000000000001))))):
    ((i_insn[7]==1)?((i_r1data < {{9{1'b0}},i_insn[6:0]}) ? 16'b1111111111111111 : 
    (i_r1data == {{9{1'b0}},i_insn[6:0]}) ? 16'b0000000000000000 : 16'b0000000000000001):
    ((i_r1data[15]==0) ? ((i_insn[6]==1) ? 16'b0000000000000001 : 
    ((i_r1data < {{10{i_insn[6]}},i_insn[5:0]}) ? 16'b1111111111111111 : 
    ((i_r1data == {{10{i_insn[6]}},i_insn[5:0]}) ? 16'b0000000000000000 : 16'b0000000000000001))) : 
    ((i_insn[6]==0) ? 16'b1111111111111111 : ((i_r1data < {{10{i_insn[6]}},i_insn[5:0]}) ? 16'b1111111111111111 : 
    ((i_r1data == {{10{i_insn[6]}},i_insn[5:0]}) ? 16'b0000000000000000 : 16'b0000000000000001))))
    );
assign o_result = (i_insn[15:12] == 4'b0000) ? sum :
                  (i_insn[15:12] == 4'b0001) ? result_0001 :
                  (i_insn[15:12] == 4'b0010) ? result_0010 :
                  (i_insn[15:12] == 4'b0100) ? (i_insn[11] == 0) ? i_r1data : ((i_pc & 16'h8000) | (i_insn[10:0] << 4)) :
                  (i_insn[15:12] == 4'b0101) ? result_0101 :
                  (i_insn[15:12] == 4'b0110) ? sum :
                  (i_insn[15:12] == 4'b0111) ? sum :
                  (i_insn[15:12] == 4'b1000) ?  i_r1data:
                  (i_insn[15:12] == 4'b1001) ? {{8{i_insn[8]}},i_insn[7:0]} :
                  (i_insn[15:12] == 4'b1010) ? result_1010 :
                  (i_insn[15:12] == 4'b1100) ? (i_insn[11] == 0) ? i_r1data : sum :
                  (i_insn[15:12] == 4'b1101) ? (i_r1data & 8'hff) | (i_insn[7:0] << 8) :
                  (i_insn[15:12] == 4'b1111) ? 16'h8000 | i_insn[7:0] :
                  0;
assign cla_inp0 = (i_insn[15:12] == 4'b0000) ? i_pc :
                  (i_insn[15:12] == 4'b0001) ? i_r1data :
                  (i_insn[15:12] == 4'b0010) ? i_r1data :
                  (i_insn[15:12] == 4'b0110) ? i_r1data :
                  (i_insn[15:12] == 4'b0111) ? i_r1data :
                  (i_insn[15:12] == 4'b1010) ? 15'd15 :
                  (i_insn[15:12] == 4'b1100) ? i_pc :
                  0;
assign cin = (i_insn[15:12] == 4'b0000) ? 1'b1 :
            (i_insn[15:12] == 4'b0001) ? ((i_insn[5] == 0)?((i_insn[4] == 1)? 1'b1:1'b0):1'b0) :
            (i_insn[15:12] == 4'b0010) ? 1'b1 :
             (i_insn[15:12] == 4'b1100) ? 1'b1 :
             (i_insn[15:12] == 4'b1010) ? 1'b1 :
             1'b0;
assign cla_inp1 = (i_insn[15:12] == 4'b0000) ?  {{8{i_insn[8]}}, i_insn[7:0]} :
                  (i_insn[15:12] == 4'b0001) ? ((i_insn[5] == 0) ? ((i_insn[4] == 0) ? i_r2data : ~i_r2data):{{12{i_insn[4]}},i_insn[3:0]}):
                  (i_insn[15:12] ==4'b0010) ?cla_inp1_0010:
                  (i_insn[15:12] ==4'b0110) ?({{11{i_insn[5]}},i_insn[4:0]}):
                  (i_insn[15:12] ==4'b0111) ?({{11{i_insn[5]}},i_insn[4:0]}):
                  (i_insn[15:12] == 4'b1010) ? ~i_insn[3:0] :
                  (i_insn[15:12] ==4'b1100) ?{{6{i_insn[10]}},i_insn[9:0]}:16'b0;
      cla16 s(.a(cla_inp0),.b(cla_inp1),.cin(cin),.sum(sum));
endmodule
`timescale 1ns / 1ps
`default_nettype none
module gp1(input wire a, b,
           output wire g, p);
   assign g = a & b;
   assign p = a | b;
endmodule
module gp4(input wire [3:0] gin, pin,
           input wire cin,
           output wire gout, pout,
           output wire [2:0] cout);
assign pout=pin[3]&pin[2]&pin[1]&pin[0];
assign gout=(pin[3]&pin[2]&pin[1]&gin[0])|(pin[3]&pin[2]&gin[1])|(pin[3]&gin[2])|gin[3];
assign cout[0]=gin[0]|(pin[0]&cin);
assign cout[1]=(pin[1]&pin[0]&cin)|(pin[1]&gin[0])|gin[1];
assign cout[2]=(pin[2]&pin[1]&pin[0]&cin)|(pin[2]&pin[1]&gin[0])|(pin[2]&gin[1])|gin[2];
endmodule
module cla16
  (input wire [15:0]  a, b,
   input wire         cin,
   output wire [15:0] sum);
wire  [15:0]gin, pin, cout;
wire gout1, pout1,gout2, pout2,gout3, pout3,gout4, pout4,gout5, pout5;
gp1 g1_0(.a(a[0]), .b(b[0]), .g(gin[0]), .p(pin[0]));
gp1 g1_1(.a(a[1]), .b(b[1]), .g(gin[1]), .p(pin[1]));
gp1 g1_2(.a(a[2]), .b(b[2]), .g(gin[2]), .p(pin[2]));
gp1 g1_3(.a(a[3]), .b(b[3]), .g(gin[3]), .p(pin[3]));
gp4 g4_0(.gin(gin[3:0]), .pin(pin[3:0]),.cin(cin), .gout(gout1), .pout(pout1), .cout(cout[2:0]));
gp1 g1_4(.a(a[4]), .b(b[4]), .g(gin[4]), .p(pin[4]));
gp1 g1_5(.a(a[5]), .b(b[5]), .g(gin[5]), .p(pin[5]));
gp1 g1_6(.a(a[6]), .b(b[6]), .g(gin[6]), .p(pin[6]));
gp1 g1_7(.a(a[7]), .b(b[7]), .g(gin[7]), .p(pin[7]));
gp4 g4_1(.gin(gin[7:4]), .pin(pin[7:4]), .cin(cout[3]), .gout(gout2), .pout(pout2), .cout(cout[6:4]));
gp1 g1_8(.a(a[8]), .b(b[8]), .g(gin[8]), .p(pin[8]));
gp1 g1_9(.a(a[9]), .b(b[9]), .g(gin[9]), .p(pin[9]));
gp1 g1_10(.a(a[10]), .b(b[10]), .g(gin[10]), .p(pin[10]));
gp1 g1_11(.a(a[11]), .b(b[11]), .g(gin[11]), .p(pin[11]));
gp4 g4_2(.gin(gin[11:8]), .pin(pin[11:8]), .cin(cout[7]), .gout(gout3), .pout(pout3), .cout(cout[10:8]));
gp1 g1_12(.a(a[12]), .b(b[12]), .g(gin[12]), .p(pin[12]));
gp1 g1_13(.a(a[13]), .b(b[13]), .g(gin[13]), .p(pin[13]));
gp1 g1_14(.a(a[14]), .b(b[14]), .g(gin[14]), .p(pin[14]));
gp1 g1_15(.a(a[15]), .b(b[15]), .g(gin[15]), .p(pin[15]));
gp4 g4_3(.gin(gin[15:12]), .pin(pin[15:12]), .cin(cout[11]), .gout(gout4), .pout(pout4), .cout(cout[14:12]));
gp4 g4_4(.gin({gout4,gout3,gout2,gout1}), .pin({pout4,pout3,pout2,pout1}), .cin(cin), .gout(gout5), .pout(pout5), .cout({cout[11],cout[7],cout[3]}));
assign sum=a^b^{cout[14:0],cin};
endmodule
module gpn
  #(parameter N = 4)
  (input wire [N-1:0] gin, pin,
   input wire  cin,
   output wire gout, pout,
   output wire [N-2:0] cout);
   wire [N-1:0] g, p;
   assign g[0]=gin[0];
   assign p[0]=pin[0];
   assign cout[0]=gin[0]|(pin[0]&cin);
   genvar i;
   wire [N-1:0]gn;
   wire [N-1:0]pn;
   for ( i = 1; i <= (N-1); i=i+1) begin
    assign gn[i]=gin[i]|(pin[i] & gin[i-1]);
    assign pn[i]=pin[i-1] & pin[i];
    assign g[i] = (i<2)? (gin[1]|pin[1]&gin[0]):(gn[i] | (pn[i] & g[i-2]));
    assign p[i] = (i<2)? (pin[1]&pin[0]):(pn[i]&p[i-2]);
end
 for ( i = 1; i <= (N-2); i=i+1) begin
    assign cout[i]=cout[i-1]&pin[i]|gin[i];
end
assign gout=g[N-1];
assign pout=p[N-1];
endmodule
==> summary.txt <==
The synthesis and place-and-route flow finished, so here is a summary.

In the final report, the number of endpoints failing setup comes to 0. The worst supply voltage drop on vdd came out at 3.32 mV. The maximum number of pins on one net before global-route repair came out at 59. The total negative setup slack came out at 0 ns. The remaining routing DRC violations is 0. The maximum fanout along the worst path is 29.

The die outline area came out at roughly 0.050 sq mm. The total of clock buffers placed in the layout is 0. The cell count in the Yosys report is 3,553. The hold violation total from the final report came out at 0. Grouping non-sequential cells by family puts the most area in AND-OR/OR-AND gates.

Per the layout report, the design carries 4,571 filler cells. The number of core rows is approximately 80. Setup repair after global routing left no endpoint under its margin. The power per unit of standard cell area is 1720 mW/mm^2. The final hold slack came out at between 20 and 30 ns. The total overflow left after global routing is 0.

The leakage power of the design is roughly 12 nW. The total number of yosys warnings is 0. Of the total synthesized cell area, the portion taken by AND, OR, NAND and NOR gates is 0.202.

The sequential cell count of the final layout came out at 0. The area fraction in mux cells came out at 0.0444. The post-detailed-placement half-perimeter wirelength is ~80,000 microns.

Across the run, the number of max-cap violations was 0. The cell-internal power came out at roughly 17 mW. The fraction of final layout cells sized beyond drive strength 1 is 0.0607. The cell family contributing the most delay on the critical path is AND-OR/OR-AND gates. Registers take 0 sq um. The xor/xnor cell area share of the yosys netlist is 0.0785. The upper clock frequency limit is 0.0159 GHz.

The number of setup buffers added after CTS is 0. By instance count, the cell type seen most on the critical path is ha_1. The worst slew margin relative to its limit is 0.337. The total via count after detailed routing is 28,200. The cell count after synthesis came out at 3,553. The average footprint of a synthesized cell came out at around 6.9 sq um. The share of the Yosys chip area taken by registers is 0. The count of buffering cells on the critical path with inverters included came out at 19. The flow ran to the end, and the final reports show no timing, DRC or antenna violations.

The global-route usage over all layers came out at 0.443. After synthesis, the chip area reported by Yosys is 0.0244 sq mm. The weighted congestion reported at the end of routability-driven placement is 1.15.

The wire length of the first global-routing pass came out at ~160,000 microns. At the end of the flow the core is filled with cells to 0.549. The switching portion of total power comes to 0.619. TritonRoute output was used to compute an average wire per cell of between 20 and 30 microns. The adder and majority gate portion of the synthesized area came out at 0.288. The critical path is of the input pin to primary output type.

The number of warnings in the stage logs came out at 104. In this run the worst hold path is classified as input pin to primary output. The slew of the pin with the lowest slew margin came out at 0.987 ns. The minimum clock period is 62.95 ns. The overall die width is between 200 and 250 microns. The worst path required time came out at 52.56 ns. The length of the first detailed-routing pass in iterations is 7.

The type of element capturing the critical path is a primary output. The filler-free cell count of the finished design is 4,212. The delay of the slowest cell on the worst path is 0.61 ns. The die height is 223 microns. Of the total synthesized cell area, the portion taken by AND-OR and OR-AND cells is 0.321.

The netlist area before placement is between 0.02 and 0.025 sq mm. The final period utilization came out at 0.958. The via count of the first global-routing pass came out at 26,200.

The worst setup path is launched from an input pin. Data on the critical path arrives at its endpoint at 49.81 ns. The final number of max-transition violations is 0.

The cell with the biggest individual delay on the critical path is o41ai_2. The switching power total came out at 28.0 mW. For this configuration, the core starts out at a cell density of 0.510. The post-detailed-route via-to-cell ratio came out at 6.69. The overall power is 45.3 mW. The area of the core region is 0.0479 sq mm. The count of input and output buffers is 80. The flow measured a signed area growth from synthesis to layout of 7.63%. The count of different cell masters after synthesis is 89. The first-iteration detailed-routing DRC count is around 3,000. The count of antenna-violating nets left after detailed routing came out at 0. The cell total after placement is 4,209. The number of antenna violations at the first check in global routing came out at 1. During I/O placement, the number of pins put on the boundary was about 80. Wires add up to between 100,000 and 150,000 microns.
==> metrics by stage <==
step / setup slack (ns) / cell area [sq um]
5_1_grt: 0.0974 / 26300
4_1_cts: 1.66 / 26200
3_3_place_gp: 2.49 / 26200
6_report: 2.75 / 26300
3_5_place_dp: 1.78 / 26200
2_1_floorplan: 6.04 / 24500
==> synth_stat cells (all sizes together) (37+ instances only) <==
master,instances,share of area
nor2,365,0.056
a211oi,64,0.020
o21ai,273,0.056
a21oi,299,0.061
fa,99,0.081
a31oi,42,0.011
mux2,45,0.021
o211ai,41,0.013
clkbuf,134,0.021
o21a,60,0.018
nand2,392,0.060
nor2b,37,0.0095
ha,404,0.21
inv,266,0.041
xnor2,140,0.050
nand3,62,0.013
mux2i,42,0.017
nor3,90,0.019
xor2,79,0.028
a21o,84,0.026
==> metal layers <==
layer,global-route usage,vias to the layer above,part of all wire
li1,-,13000,-
met3,0.141,383,0.13
met4,0.228,2,0.067
met5,0.0108,-,0.00066
met1,0.602,13000,0.40
met2,0.631,1767,0.40
==> final timing paths <==
path          from           to  slack (ns)  cells after the start
max   i_r1data[15]  o_result[9]        2.75                    134
min      i_insn[5]  o_result[8]       27.42                      5
==> layout by cell type, fill, tap and decap left out, types with 37 or more instances in the layout <==
master           instances
nand2_1                390
fa_1                    99
a211oi_1                61
inv_1                  265
mux2i_1                 42
a21o_1                  84
clkdlybuf4s50_1         74
nand3_1                 62
xor2_1                  79
a21oi_1                298
nor3_1                  88
o21ai_0                249
o21a_1                  59
buf_4                  108
o211ai_1                41
nor2b_1                 37
nor2_1                 364
mux2_2                  45
xnor2_1                140
ha_1                   404
a31oi_1                 41
==> kinds of logic after synthesis <==
family	Yosys count
muxes	94
and+or+nand+nor	1108
other	1
buffers and inverters	426
adders and majority gates	503
AOI/OAI and AO/OA	1202
xor gates and xnor gates	219
==> area by class of cell <==
type                       instances  area [sq um]  share of cell area
multi-input combinational       3133         22900               0.871
timing repair buffer             188          1580              0.0601
tap                              615           769              0.0293
antenna                            3          7.51            0.000285
inverter                         273          1020              0.0390
==> repair_timing <==
item	in CTS	in global routing
endpoints found under the setup margin	0	16
hold buffers	0	0
gates resized	0	18
Power figures rest on the tool's default switching activity, not on a simulated workload.
